==> flow/design.v <==
module instructionMem (rst, PC, instruction);
	input rst;
	input [31:0] PC;
	output [31:0] instruction;
	reg[7:0] instMem[511:0];
	initial begin
		instMem[0] <= 8'b00100100;
		instMem[1] <= 8'b00000001;
		instMem[2] <= 8'b00000000;
		instMem[3] <= 8'b00000001;
		instMem[4] <= 8'b00100100;
		instMem[5] <= 8'b00000010;
		instMem[6] <= 8'b00000000;
		instMem[7] <= 8'b00000101;
		instMem[8] <= 8'b00100100;
		instMem[9] <= 8'b00011111;
		instMem[10] <= 8'b00000000;
		instMem[11] <= 8'b00000000;
		instMem[12] <= 8'b00100100;
		instMem[13] <= 8'b00011110;
		instMem[14] <= 8'b00000000;
		instMem[15] <= 8'b00000000;
		instMem[16] <= 8'b00100100;
		instMem[17] <= 8'b00011101;
		instMem[18] <= 8'b00000000;
		instMem[19] <= 8'b00000000;
		instMem[20] <= 8'b00100100;
		instMem[21] <= 8'b00000011;
		instMem[22] <= 8'b00000000;
		instMem[23] <= 8'b00000010;
		instMem[24] <= 8'b00100100;
		instMem[25] <= 8'b00011111;
		instMem[26] <= 8'b00000000;
		instMem[27] <= 8'b00000000;
		instMem[28] <= 8'b00100100;
		instMem[29] <= 8'b00011110;
		instMem[30] <= 8'b00000000;
		instMem[31] <= 8'b00000000;
		instMem[32] <= 8'b00100100;
		instMem[33] <= 8'b00011101;
		instMem[34] <= 8'b00000000;
		instMem[35] <= 8'b00000000;
		instMem[36] <= 8'b00100100;
		instMem[37] <= 8'b00000100;
		instMem[38] <= 8'b00000000;
		instMem[39] <= 8'b00000001;
		instMem[40] <= 8'b00100100;
		instMem[41] <= 8'b00011111;
		instMem[42] <= 8'b00000000;
		instMem[43] <= 8'b00000000;
		instMem[44] <= 8'b00100100;
		instMem[45] <= 8'b00011110;
		instMem[46] <= 8'b00000000;
		instMem[47] <= 8'b00000000;
		instMem[48] <= 8'b00100100;
		instMem[49] <= 8'b00011101;
		instMem[50] <= 8'b00000000;
		instMem[51] <= 8'b00000000;
		instMem[52] <= 8'b00000000;
		instMem[53] <= 8'b01100100;
		instMem[54] <= 8'b00100000;
		instMem[55] <= 8'b00011000;
		instMem[56] <= 8'b00100100;
		instMem[57] <= 8'b00011111;
		instMem[58] <= 8'b00000000;
		instMem[59] <= 8'b00000000;
		instMem[60] <= 8'b00100100;
		instMem[61] <= 8'b00011110;
		instMem[62] <= 8'b00000000;
		instMem[63] <= 8'b00000000;
		instMem[64] <= 8'b00100100;
		instMem[65] <= 8'b00011101;
		instMem[66] <= 8'b00000000;
		instMem[67] <= 8'b00000000;
		instMem[68] <= 8'b00100100;
		instMem[69] <= 8'b00100001;
		instMem[70] <= 8'b00000000;
		instMem[71] <= 8'b00000001;
		instMem[72] <= 8'b00100100;
		instMem[73] <= 8'b00011111;
		instMem[74] <= 8'b00000000;
		instMem[75] <= 8'b00000000;
		instMem[76] <= 8'b00100100;
		instMem[77] <= 8'b00011110;
		instMem[78] <= 8'b00000000;
		instMem[79] <= 8'b00000000;
		instMem[80] <= 8'b00100100;
		instMem[81] <= 8'b00011101;
		instMem[82] <= 8'b00000000;
		instMem[83] <= 8'b00000000;
		instMem[84] <= 8'b00100100;
		instMem[85] <= 8'b01100011;
		instMem[86] <= 8'b00000000;
		instMem[87] <= 8'b00000001;
		instMem[88] <= 8'b00100100;
		instMem[89] <= 8'b00011111;
		instMem[90] <= 8'b00000000;
		instMem[91] <= 8'b00000000;
		instMem[92] <= 8'b00100100;
		instMem[93] <= 8'b00011110;
		instMem[94] <= 8'b00000000;
		instMem[95] <= 8'b00000000;
		instMem[96] <= 8'b00100100;
		instMem[97] <= 8'b00011101;
		instMem[98] <= 8'b00000000;
		instMem[99] <= 8'b00000000;
		instMem[100] <= 8'b00100000;
		instMem[101] <= 8'b01000001;
		instMem[102] <= 8'b00000000;
		instMem[103] <= 8'b00001100;
	end
	assign instruction = {instMem[PC], instMem[PC + 1], instMem[PC + 2], instMem[PC+ 3]};
endmodule
==> flow/run.sh <==
#!/bin/bash
# OpenROAD 26Q1-2900-gdf79404cd8, Yosys 0.63+post, stock flow scripts
make -C /OpenROAD-flow-scripts/flow DESIGN_CONFIG=/design/flow/config.mk WORK_HOME=/design/flow/orfs finish
==> flow/config.mk <==
export PLATFORM = sky130hd
export DESIGN_NAME = instructionMem
export DESIGN_NICKNAME = instructionMem
export VERILOG_FILES = /design/flow/design.v
export SDC_FILE = /design/flow/constraint.sdc
export NUM_CORES = 4
export LEC_CHECK = 1
export CORE_AREA = 10 10 99 99
export DIE_AREA = 0 0 109 109
==> flow/constraint.sdc <==
current_design instructionMem

set clk_period 2.6
set clk_io_pct 0.2

create_clock -name clk0 -period $clk_period

set non_clock_inputs [all_inputs -no_clocks]
set_input_delay [expr $clk_period * $clk_io_pct] -clock clk0 $non_clock_inputs
set_output_delay [expr $clk_period * $clk_io_pct] -clock clk0 [all_outputs]
==> flow_summary.yaml <==
# synthesis and place-and-route metrics
cells_and_area:
  drive_gt1_share_pct: 66.9
  utilization_pct: 68.6
  synthToLayoutAreaGrowth_pct: 135
  flops: 0
  clkbuf_count: 0
  regArea_sq_um: 0
detailed_routing:
  drt_wl_total_um: 13200
  diodes: 0
  vias_per_cell: 5.79
  first_iter_violations: 306
  dr.pass1.iters: 5
  drt.antenna.violating_nets: 0
  wl_per_cell_um: 19.6
  routed-via-count: 3877
  drc: 0
global_routing:
  overflow: 0
  first_global_vias: 3718
  antenna_found_initial: 0
  grt.total_usage_pct: 18.9
  grt_pass1_wl_um: 18700
  grt_max_degree: 17
die:
  ios: 65
  core_area_sq_um: 7730
  die_y_um: 109
  die_x_um: 109
  chipArea_sq_um: 11900
  fp_util_pct: 29.2
  placement_rows: 32
logic_synthesis:
  syn_avg_cell_area_sq_um: 6.37
  ys_seq_share_pct: 0
  yosys_cells: 354
  yosys_warnings: 1
  ys_area_sq_um: 2250
  synth_cells: 354
  synth_area_sq_um: 2250
  ys_types: 71
sta:
  report.final.slew_viol_count: 0
  fin_ws_ns: -0.436
  finalCritPeriodShare_pct: 117
  timing.fmax_ghz: 0.329
  hold_viol_final: 0
  period_minus_slack_ns: 3.04
  tns_ns: -3.37
  holdWs_ns: 1.58
  rsz0062_at_grt: "yes"
  finalSetupViolations: 18
worst_setup_path:
  startpoint_type: "primary input"
  criticalPathCategory: "in -> out"
  critPathSlowestCell: "or3_1"
  crit_cells: 14
  crit_family: "buffers and inverters"
  cp.required_ns: 2.08
  worst_ep_arrival_time_ns: 2.52
  slowest_delay_ns: 0.38
  path_buffers: 7
  cp_cell_sequence: "buf_8, buf_8, inv_8, buf_4, buf_6, ha_4, buf_6, and4b_1, o21ai_1, a21oi_1, a41oi_1, or3_1, nand4_1, buf_2"
  crit_fanout: 4
  end_kind: "output pin"
worst_hold_path:
  min_delay_path_depth: 4
  hold_path.class: "in -> out"
placed_design:
  dp_hpwl_um: 6580
  port_buffers: 35
  post-place-ws_ns: -1.26
  gp_congestion: 0.927
flow_run:
  tool_warnings: 67
  cap_violations: 0
power_and_ir_drop:
  p_leak_nw: 2.32
  ir_drop_mv: 0.153
  power_mw: 1.14
  powerDensity_nw_per_um2: 215
outcome:
  violations: "negative setup slack"
  status: "finished with violations"
clock_tree:
  ctsHoldBuffers: 0
[power breakdown]
group	internal, mW	total, mW	switching [mW]
logic	0.601	1.14	0.542
registers	0	0	0
clock network	0	0	0
[placed cells by master, fill, tap and decap left out, drive strengths merged, types with 5 or more instances in the layout]
master,count
o31ai,5
xnor2,14
ha,9
a21oi,36
o21ai,35
a211oi,6
nand2,36
nand2b,6
nor2,31
inv,7
o22ai,5
mux2i,5
buf,245
xor2,9
nor3,9
nand3,14
[cell usage after synthesis, types with 4 or more instances]
library cell  number  share of area [%]
clkbuf_1          16                2.7
o21ai_0           33                7.3
xor2_2             4                2.9
o22ai_1            5                1.4
buf_2             13                2.9
nand2b_1           6                1.7
nor3_1             8                1.8
ha_1               9                5.0
a41oi_1            4                1.6
buf_4             10                3.3
mux2i_1            5                2.2
nand2_1           35                5.8
nand4_1            4                1.1
o31ai_1            5                1.7
xnor2_1           11                4.3
nor2_1            30                5.0
nand3_1           13                2.9
a32o_1             4                1.8
xor2_1             5                1.9
a21oi_1           34                7.5
nand3b_1           4                1.3
a31oi_1            4                1.1
and3_1             4                1.1
inv_1              7                1.2
a211oi_1           6                2.0
[worst min-delay path, cell delays in order]
cell and delay, ns:
buf_8 0.10, buf_4 0.20, a311oi_4 0.11, buf_2 0.12
[layout make-up]
cell class | instances | area [sq um]
multi-input cells | 307 | 2870
repair buffers | 253 | 2260
well taps | 102 | 128
fillers | 470 | 2420
inverters | 8 | 50.0
[metal layers]
metal | global-route usage [%] | wire length [um] | vias up
met5 | 0 | 0 | -
met4 | 3.20 | 295 | 0
met3 | 1.97 | 743 | 39
met2 | 32.3 | 6170 | 200
met1 | 25.4 | 5950 | 1898
li1 | - | - | 1740
[cell families (layout without fill, tap and decap cells)]
kind of cell	Yosys count	count (layout)	share of synthesized area [%]
buffers and inverters	50	261	11.1
muxes	7	7	3.22
other	1	4	0.166
adders and majority gates	10	10	5.44
AOI/OAI and AO/OA	139	139	41.6
xor gates and xnor gates	23	23	11.3
and+or+nand+nor	124	124	27.2
[timing repair]
| action | 4_1_cts | 5_1_grt |
|---|---|---|
| buffers inserted | 74 | 27 |
| pin swaps | 76 | 76 |
| setup endpoints to repair | 28 | 26 |
| gates cloned | 2 | 0 |
| gates resized | 286 | 99 |
[worst paths after layout]
kind | start | to | slack (ns)
worst max-delay path | PC[1] | instruction[2] | -0.44
worst min-delay path | PC[0] | instruction[5] | 1.58
[through the flow]
stage / instances / instance area [sq um]
3_3_place_gp: 576 / 3490
5_1_grt: 670 / 5300
3_5_place_dp: 576 / 3490
6_report: 670 / 5300
2_1_floorplan: 357 / 2330
4_1_cts: 649 / 4810
